## /design/flow/design.v

```verilog
module IF_ID(
  input  wire        clk,
  input  wire        reset,
  input  wire        disable_IR,
  input  wire        kill,
  input  wire [31:0] Instruction_F,
  input  wire [31:0] NPC_F,
  output reg  [31:0] Instruction_D,
  output reg  [31:0] NPC_D
);
  always @(posedge clk or posedge reset) begin
    if (reset) begin
      Instruction_D <= 32'h00000000;  
      NPC_D         <= 32'b0;
    end else if (!disable_IR) begin
      Instruction_D <= kill ? 32'h00000000 : Instruction_F;
      NPC_D         <= NPC_F;
    end
  end
endmodule
module ID_EX (
    input  wire        clk,
    input  wire        reset,
    input  wire        RegWr_ID,
    input  wire        MemWr_ID,
    input  wire        MemRd_ID,
    input  wire        ALUSrc_ID,
    input  wire [2:0]  ALUop_ID,
    input  wire [1:0]  WBdata_ID,
    input  wire [31:0] A_ID,
    input  wire [31:0] B_ID,
    input  wire [31:0] Imm_ID,
    input  wire [31:0] NPC_ID,
    input  wire [4:0]  Rd_ID,
    input  wire [4:0]  Rs_ID,  
    input  wire [4:0]  Rt_ID,   
    input  wire        stall,
    output reg         RegWr_EX,
    output reg         MemWr_EX,
    output reg         MemRd_EX,
    output reg         ALUSrc_EX,
    output reg  [2:0]  ALUop_EX,
    output reg  [1:0]  WBdata_EX,
    output reg  [31:0] A_EX,
    output reg  [31:0] B_EX,
    output reg  [31:0] Imm_EX,
    output reg  [31:0] NPC_EX,
    output reg  [4:0]  Rd_EX,
    output reg  [4:0]  Rs_EX,  
    output reg  [4:0]  Rt_EX   
);
    always @(posedge clk or posedge reset) begin
        if (reset || stall) begin
            RegWr_EX  <= 1'b0;
            MemWr_EX  <= 1'b0;
            MemRd_EX  <= 1'b0;
            ALUSrc_EX <= 1'b0;
            ALUop_EX  <= 3'b000;
            WBdata_EX <= 2'b00;
            A_EX   <= 32'b0;
            B_EX   <= 32'b0;
            Imm_EX <= 32'b0;
            NPC_EX <= 32'b0;
            Rd_EX  <= 5'b0;
            Rs_EX  <= 5'b0;   
            Rt_EX  <= 5'b0;   
        end else begin
            RegWr_EX  <= RegWr_ID;
            MemWr_EX  <= MemWr_ID;
            MemRd_EX  <= MemRd_ID;
            ALUSrc_EX <= ALUSrc_ID;
            ALUop_EX  <= ALUop_ID;
            WBdata_EX <= WBdata_ID;
            A_EX   <= A_ID;
            B_EX   <= B_ID;
            Imm_EX <= Imm_ID;
            NPC_EX <= NPC_ID;
            Rd_EX  <= Rd_ID;
            Rs_EX  <= Rs_ID;  
            Rt_EX  <= Rt_ID; 
        end
    end
endmodule
module EX_MEM (
    input  wire        clk,
    input  wire        reset,
    input  wire        RegWr_EX,
    input  wire        MemWr_EX,
    input  wire        MemRd_EX,
    input  wire [1:0]  WBdata_EX,
    input  wire [31:0] ALUout_EX,
    input  wire [31:0] D_EX,
    input  wire [31:0] NPC_EX,
    input  wire [4:0]  Rd_EX,
    output reg         RegWr_MEM,
    output reg         MemWr_MEM,
    output reg         MemRd_MEM,
    output reg  [1:0]  WBdata_MEM,
    output reg  [31:0] ALUout_MEM,
    output reg  [31:0] D_MEM,
    output reg  [31:0] NPC_MEM,
    output reg  [4:0]  Rd_MEM
);
    always @(posedge clk or posedge reset) begin
        if (reset) begin
            RegWr_MEM  <= 1'b0;
            MemWr_MEM  <= 1'b0;
            MemRd_MEM  <= 1'b0;
            WBdata_MEM <= 2'b00;
            ALUout_MEM <= 32'b0;
            D_MEM      <= 32'b0;
            NPC_MEM    <= 32'b0;
            Rd_MEM     <= 5'd0;
        end else begin
            RegWr_MEM  <= RegWr_EX;
            MemWr_MEM  <= MemWr_EX;
            MemRd_MEM  <= MemRd_EX;
            WBdata_MEM <= WBdata_EX;
            ALUout_MEM <= ALUout_EX;
            D_MEM      <= D_EX;
            NPC_MEM    <= NPC_EX;
            Rd_MEM     <= Rd_EX;
        end
    end
endmodule
module MEM_WB (
    input  wire        clk,
    input  wire        reset,
    input  wire        RegWrite_MEM,
    input  wire [4:0]  Rd_MEM,
    input  wire [1:0]  WBdata_MEM,
    input  wire [31:0] ALUout_MEM,
    input  wire [31:0] MemOut_MEM,
    input  wire [31:0] NPC3_MEM,
    output reg         RegWr_final,
    output reg  [4:0]  Rd_final,
    output reg  [1:0]  WBdata_final,
    output reg  [31:0] ALUout_final,
    output reg  [31:0] MemOut_final,
    output reg  [31:0] NPC3_final
);
    always @(posedge clk or posedge reset) begin
        if (reset) begin
            RegWr_final   <= 1'b0;
            Rd_final      <= 5'd0;
            WBdata_final  <= 2'b00;
            ALUout_final  <= 32'b0;
            MemOut_final  <= 32'b0;
            NPC3_final    <= 32'b0;
        end else begin
            RegWr_final   <= RegWrite_MEM;
            Rd_final      <= Rd_MEM;
            WBdata_final  <= WBdata_MEM;
            ALUout_final  <= ALUout_MEM;
            MemOut_final  <= MemOut_MEM;
            NPC3_final    <= NPC3_MEM;
	end	  
    end
endmodule
```

## /design/flow/run.sh

```bash
#!/bin/bash
# OpenROAD 26Q1-2900-gdf79404cd8, Yosys 0.63+post, stock flow scripts
make -C /OpenROAD-flow-scripts/flow DESIGN_CONFIG=/design/flow/config.mk WORK_HOME=/design/flow/orfs finish
```

## /design/flow/config.mk

```make
export PLATFORM = sky130hd
export DESIGN_NAME = EX_MEM
export DESIGN_NICKNAME = EX_MEM
export VERILOG_FILES = /design/flow/design.v
export SDC_FILE = /design/flow/constraint.sdc
export NUM_CORES = 4
export LEC_CHECK = 1
export CORE_UTILIZATION = 30
```

## /design/flow/constraint.sdc

```tcl
current_design EX_MEM

set clk_period 1.0
set clk_io_pct 0.2

create_clock -name clk0 -period $clk_period [get_ports {clk}]

set non_clock_inputs [all_inputs -no_clocks]
set_input_delay [expr $clk_period * $clk_io_pct] -clock clk0 $non_clock_inputs
set_output_delay [expr $clk_period * $clk_io_pct] -clock clk0 [all_outputs]
```

==> impl_metrics.tcl <==
# yosys + openroad results
set metrics [dict create \
    status "finished, violations left" \
    violations "negative setup slack" \
    track_usage_pct 17.6 \
    cts.path.max_buffers 2 \
    power.total_mw 7.87 \
    min_path_type "in -> reg" \
    hold_depth 1 \
    io_buffer_count 213 \
    vias 1726 \
    num_rows 33 \
    rsz0062_at_grt "true" \
    coreArea_um2 8380 \
    place_inst 430 \
    die_w_um 96.1 \
    fmax_mhz 923 \
    core_util_floorplan_pct 31.7 \
    max_stage_delay_ns 0.42 \
    crit_family "flip-flops" \
    drive_gt1_share_pct 37.4 \
    min_from "ALUout_EX[19]" \
    cts.clk_slew.worst_paths_ns 0.11 \
    path_buffers 1 \
    dp_hpwl_um 6290 \
    internal_power_mw 6.20 \
    postCtsHoldBufs 0 \
    final_hold_viol_count 0 \
    netlist_area_um2 2660 \
    final_layout_top_logic_cells "clkdlybuf4s50_1 (107), dfrtp_1 (106), buf_2 (106)" \
    synth_seq_share_pct 99.9 \
    routed_wl_um 7940 \
    antenna_found_initial 1 \
    worstPathArrival_ns 0.88 \
    critPathLaunchType "register" \
    drv_slew 0 \
    vdd_ir_drop_max_uv 702 \
    via_per_inst 3.87 \
    yosys_cells 107 \
    cp_max_fo 1 \
    dp_slack_ns -0.0495 \
    logic_family "buffers and inverters" \
    ys_sh_simple_pct 0 \
    place.gp.congestion 0.878 \
    power_frac_comb_pct 9.2 \
    drt_iter0_markers 38 \
    cp.required_ns 0.80 \
    ys_sh_adder_pct 0 \
    die_h_um 96.1 \
    first_pass_iters 4 \
    cts_buffers 9 \
    placed_area_um2 5010 \
    mux_area_share_pct 0 \
    final.fill_count 700 \
    grt_pass1_vias 1622 \
    avgSynthCellArea_um2 24.8 \
    finalCriticalPeriod_ns 1.08 \
    chip_area_um2 9230 \
    setup_viol 106 \
    swShare_pct 21.2 \
    ant_nets 0 \
    path_depth 1 \
    ys_types 2 \
    comb_cells 0 \
    final_cell_area_um2 4680 \
    switching_power_mw 1.67 \
    postCtsSetupBuffers 0 \
    grt_max_degree 31 \
    drc_errors 0 \
    finalClockPeriodUsage_pct 108 \
    flow.area_growth_from_synthesis_pct 76.2 \
    synth_chip_area_um2 2660 \
    startpoint "ALUout_MEM[15]" \
    clock_power_share_pct 33.1 \
    power.leakage_nw 2.21 \
    logic_area_um2 0 \
    ios 214 \
    grt_overflow_total 0 \
    synth_cells 107 \
    wl_per_cell_um 17.8 \
    critPathKind "reg -> out" \
    synth_flops 106 \
    p_seq_share_pct 57.7 \
    aoi_share_pct 0 \
    endpoint_kind "primary output" \
    power.density_nw_per_um2 1680 \
    yosys_warnings 1 \
    cts.sinks 106 \
    slew_headroom_pct 86.5 \
    grt_pass1_wl_um 10700 \
    cpMaxStageDelayCell "dfrtp_1" \
    fin_cells 446 \
    worst_slack_ns -0.0831 \
    mostFrequentLayoutCell "clkdlybuf4s50_1" \
    cp_cell_sequence "buf_2" \
    h-tree-depth 3 \
    cts_tree "built" \
    root_buffer "clkbuf_8" \
    worstMarginPinSlew_ns 0.201 \
    warning_count 28 \
    final_core_util_pct 55.8 \
    max_cap_violations 0 \
    ys_sh_xor_pct 0 \
]
-- final timing paths --
path                                  end  slack [ns]
worst max-delay path       ALUout_MEM[15]       -0.08
worst min-delay path       ALUout_MEM[19]        0.26
max in group asynchronous     NPC_MEM[24]        0.49
min in group asynchronous  ALUout_MEM[13]        0.31
-- metal layers --
metal / track usage, % / up-vias / wire length, um
met5: 0 / - / 0
met4: 1.87 / 0 / 43
met3: 5.62 / 4 / 864
met2: 24.5 / 95 / 3780
met1: 29.7 / 844 / 3250
li1: - / 783 / -
-- synthesized netlist by cell type --
| cell type | number | area share, % |
|---|---|---|
| dfrtp_1 | 106 | 100 |
| inv_1 | 1 | 0.14 |
-- cells by family after synthesis --
kind of cell,count (synthesis)
flops,106
buf+inv,1
-- stage by stage --
| step | TNS [ns] | hold WS, ns |
|---|---|---|
| 3_5_place_dp | -0.150 | 0.648 |
| 3_3_place_gp | -0.150 | 0.644 |
| 2_1_floorplan | -50.19 | 0.231 |
| 5_1_grt | -9.16 | 0.226 |
| 6_report | -3.14 | 0.261 |
| 4_1_cts | -5.81 | 0.246 |
-- cell type report --
class / instances / area [um^2] / area share [%]
diodes: 1 / 2.50 / 0.0535
clock buffers: 9 / 124 / 2.65
clock inverters: 6 / 73.8 / 1.58
inverters: 1 / 7.51 / 0.160
flip-flops and latches: 106 / 2650 / 56.7
well taps: 105 / 131 / 2.81
repair buffers: 218 / 1690 / 36.1
-- registers in the layout, summed over array words and instances (netlist names) --
name        count
ALUout_MEM     32
D_MEM          32
NPC_MEM        32
Rd_MEM          5
WBdata_MEM      2
MemRd_MEM       1
MemWr_MEM       1
RegWr_MEM       1
-- repair_timing --
item,4_1_cts,5_1_grt
gates cloned,0,0
gates resized,339,0
setup endpoints to repair,106,106
-- power groups by stage --
stage / logic, mW / clock network [mW] / registers, mW
after CTS: 0.747 / 2.70 / 4.54
after global routing: 0.798 / 2.90 / 4.57
final: 0.727 / 2.61 / 4.54
Power is estimated from default activity; no workload was simulated.
