==> design.v <==
module mux2 #(parameter W=32) (
  input  wire [W-1:0] a,
  input  wire [W-1:0] b,
  input  wire         s,
  output wire [W-1:0] y
);
  assign y = s ? b : a;
endmodule
module mux3 #(parameter W=32) (
  input  wire [W-1:0] a,    
  input  wire [W-1:0] b,    
  input  wire [W-1:0] c,    
  input  wire [1:0]   s,
  output reg  [W-1:0] y
);
  always @(*) begin
    case (s)
      2'b00: y = a;
      2'b01: y = b;
      2'b10: y = c;
      default: y = a;
    endcase
  end
endmodule
module mux4 #(parameter W=32) (
    input  wire [W-1:0] d0,
    input  wire [W-1:0] d1,
    input  wire [W-1:0] d2,
    input  wire [W-1:0] d3,
    input  wire [1:0]   sel,  
    output reg  [W-1:0] y
);
    always @(*) begin
        case (sel)
            2'b00: y = d0;
            2'b01: y = d1;
            2'b10: y = d2;
            2'b11: y = d3;
            default: y = d0;
        endcase
    end
endmodule
module reset_sync (
  input  wire clk,
  input  wire rst_async,
  output wire rst_sync
);
  reg r1, r2;
  always @(posedge clk or posedge rst_async) begin
    if (rst_async) begin
      r1 <= 1'b1;
      r2 <= 1'b1;
    end else begin
      r1 <= 1'b0;
      r2 <= r1;
    end
  end
  assign rst_sync = r2;
endmodule
module Hazard_Unit (
    input  [4:0] Rs, Rt,
    input        UseRs, UseRt,
    input  [4:0] Rd_EXM, Rd_MEM, Rd_WB,
    input        RegWrite_EXM,
    input        RegWrite_MEM,
    input        RegWrite_WB,
    input        RPzero_EXM,
    input        RPzero_MEM,
    input        RPzero_WB,
    input  [4:0] Rd_IDEX,
    input        MemRead_IDEX,
    input        RPzero_IDEX,
	input  [4:0] Rp,
	output reg [1:0] ForwardP,
    output reg [1:0] ForwardA,
    output reg [1:0] ForwardB,
    output reg       Stall
);
    always @(*) begin
        ForwardA = 2'b00;
        ForwardB = 2'b00; 
		ForwardP = 2'b00;
		if (RegWrite_EXM && !RPzero_EXM &&
		    (Rd_EXM != 5'd0) && (Rd_EXM != 5'd30) && (Rd_EXM == Rp))
		    ForwardP = 2'b01;
		else if (RegWrite_MEM && !RPzero_MEM &&
		         (Rd_MEM != 5'd0) && (Rd_MEM != 5'd30) && (Rd_MEM == Rp))
		    ForwardP = 2'b10;
		else if (RegWrite_WB && !RPzero_WB &&
		         (Rd_WB != 5'd0) && (Rd_WB != 5'd30) && (Rd_WB == Rp))
		    ForwardP = 2'b11;
        if (RegWrite_EXM && !RPzero_EXM &&
            (Rd_EXM != 5'd0) && (Rd_EXM != 5'd30) && (Rd_EXM == Rs))
            ForwardA = 2'b01;
        else if (RegWrite_MEM && !RPzero_MEM &&
                 (Rd_MEM != 5'd0) && (Rd_MEM != 5'd30) && (Rd_MEM == Rs))
            ForwardA = 2'b10;
        else if (RegWrite_WB && !RPzero_WB &&
                 (Rd_WB != 5'd0) && (Rd_WB != 5'd30) && (Rd_WB == Rs))
            ForwardA = 2'b11;
        if (RegWrite_EXM && !RPzero_EXM &&
            (Rd_EXM != 5'd0) && (Rd_EXM != 5'd30) && (Rd_EXM == Rt))
            ForwardB = 2'b01;
        else if (RegWrite_MEM && !RPzero_MEM &&
                 (Rd_MEM != 5'd0) && (Rd_MEM != 5'd30) && (Rd_MEM == Rt))
            ForwardB = 2'b10;
        else if (RegWrite_WB && !RPzero_WB &&
                 (Rd_WB != 5'd0) && (Rd_WB != 5'd30) && (Rd_WB == Rt))
            ForwardB = 2'b11;
    end
    always @(*) begin
        if (MemRead_IDEX &&
            !RPzero_IDEX &&
            (Rd_IDEX != 5'd0) &&
            (Rd_IDEX != 5'd30) &&
            ((UseRs && (Rd_IDEX == Rs)) || (UseRt && (Rd_IDEX == Rt))))
            Stall = 1'b1;
        else
            Stall = 1'b0;
    end
endmodule
==> run.sh <==
#!/bin/bash
# OpenROAD 26Q1-2900-gdf79404cd8, Yosys 0.63+post, stock flow scripts
make -C /OpenROAD-flow-scripts/flow DESIGN_CONFIG=/design/flow/config.mk WORK_HOME=/design/flow/orfs finish
==> config.mk <==
export PLATFORM = sky130hd
export DESIGN_NAME = mux4
export DESIGN_NICKNAME = mux4
export VERILOG_FILES = /design/flow/design.v
export SDC_FILE = /design/flow/constraint.sdc
export NUM_CORES = 4
export LEC_CHECK = 1
export CORE_AREA = 10 10 76 76
export DIE_AREA = 0 0 86 86
==> constraint.sdc <==
current_design mux4

set clk_period 1.0
set clk_io_pct 0.2

create_clock -name clk0 -period $clk_period

set non_clock_inputs [all_inputs -no_clocks]
set_input_delay [expr $clk_period * $clk_io_pct] -clock clk0 $non_clock_inputs
set_output_delay [expr $clk_period * $clk_io_pct] -clock clk0 [all_outputs]
==> GITHUB_STEP_SUMMARY <==
### Metrics collected by this job

| Metric | Value |
|---|---|
| Status | finished, violations left |
| Failing checks | setup timing |
| Total instance count after detailed placement | about 250 |
| Final setup margin | -0.3708 ns |
| Total overflow reported by the global router | 0 |
| Number of global-route vias before repair | between 1,000 and 1,500 |
| Post-layout instance count excluding filler cells | between 200 and 300 |
| Average size of a mapped cell | around 21 um^2 |
| Worst VDD drop | around 0.00016 V |
| Half-perimeter wire length after detailed placement | approximately 5300 um |
| Core utilization at floorplan | 19.79% |
| Pwr/cell area | roughly 370 mW/mm^2 |
| Area of the placeable core | ~0.004 mm^2 |
| Met2 global-route usage | between 20 and 30% |
| Number of top-level pins | roughly 160 |
| Number of logged tool warnings | 36 |
| Hold_buf cts | 0 |
| Final-layout setup total negative slack | -9.644 ns |
| All-layer global routing usage | between 10% and 20% |
| Non-Filler Cell Area, Final | 0.002366 mm^2 |
| Crit path max fanout | 5 |
| Post-DR wirelength/cell | about 23 um |
| Grt met1 use | between 10% and 20% |
| Horizontal die dimension | between 80 and 90 um |
| Max-area cell share | 82.95% |
| Number of synthesis warnings | 1 |
| Library cell occupying the most area in the post-synthesis netlist | sky130_fd_sc_hd__mux4_2 |
| Ratio of cells with drive above 1 in the final layout | 38.76% |
| Number of setup violations in the final report | 32 |
| Number of antenna violations at the first check in global routing | 2 |
| Tally of nets with antenna violations remaining after routing | 0 |
| Hold Crit Class | in -> out |
| Tally of buffers added on design ports | 162 |
| Cell count listed in synth_stat.txt | 39 |
| RSZ-0062 raised after global routing | yes |
| Static leakage | approximately 1.2 nW |
| Main area contributors after synthesis | sky130_fd_sc_hd__mux4_2, sky130_fd_sc_hd__buf_12, sky130_fd_sc_hd__mux4_1, sky130_fd_sc_hd__buf_2, sky130_fd_sc_hd__buf_6 |
| Global-route wire length before repair | about 8900 um |
| Initial detailed-routing violation count | 26 |
| Pin count of the biggest net entering global routing | 17 |
| Detailed-route via count | roughly 1,200 |
| Post-synthesis chip area from yosys | 814.5 um^2 |
| Number of rows created at floorplan | 23 |
| Global routing met3 resource utilization | a little under a tenth |
| Transition at the pin with the smallest max-transition slack | between 0.1 and 0.15 ns |
| Worst slack, placed | -0.9092 ns |
| Hold Fails Final Rpt | 0 |
| CLK BUF | 0 |
| Slowest cell delay on critical path | roughly 0.49 ns |
| Count of final max-slew check failures | 0 |
| Die Outline Area | around 0.0074 mm^2 |
| First-pass iteration count of the detailed router | 4 |
| Final routed DRC violation total | 0 |
| Category of the most critical setup path | in -> out |
| Total power after layout | between 800 and 900 uW |
| Achievable Freq | 729.5 MHz |
| Critical path's most frequent cell | sky130_fd_sc_hd__buf_12 |
| Launching element type of the critical path | input pin |
| Final clock period utilization by the worst path | 137.1% |
| Arrival time at the worst endpoint | 1.17 ns |
| Final weighted congestion in routability-driven placement | roughly 0.9 |
| Routed wire length | just over 6000 um |
| Placed cell areas | 0.002467 mm^2 |
| Max-Cap Viols | 0 |
| Flip-flop and latch count | 0 |
| Sequential cell area | 0 um^2 |
| Area growth from synthesis to layout | 190.5% |
| Crit. End Element | output port |
| Most congested layer reported by global routing | met2 |
| Via density per instance | 4.770 |
| Sequential fraction of the synthesis area | 0% |
| Crit path cell chain | buf_12, buf_12, buf_8, mux4_2, buf_2 |
| Required time at the worst-slack endpoint | 0.80 ns |
| Headroom to the max-slew limit | between 90 and 100% |
| Number of standard cells after synthesis | 39 |
| Clock period minus worst slack | 1.371 ns |
| Critical-path cell with the highest stage delay | sky130_fd_sc_hd__mux4_2 |
| Total standard cell area after synthesis | approximately 800 um^2 |
| Synth unique cells | 5 |
| Die boundary height | around 86 um |
## cells in the mapped netlist (all sizes together)
| master | instances |
|---|---|
| mux4 | 32 |
| buf | 7 |
## repair_timing
item / CTS / global route
endpoints found under the setup margin: 32 / 32
gates cloned: 4 / 0
resized: 243 / 4
setup buffers: 7 / 1
## critical path: cells and delay by family
| family | cells | cell delay (ns) |
|---|---|---|
| multiplexers | 1 | 0.49 |
| buffers and inverters | 4 | 0.48 |
## final cells by class
class                      instances  area [um^2]
fill                             414         1749
timing repair buffer             177         1578
multi-input combinational         32        720.7
tap                               50        62.56
antenna                            2        5.005
## placed cells by master (no fill, tap or decap)
cell type	n
sky130_fd_sc_hd__buf_12	4
sky130_fd_sc_hd__buf_16	3
sky130_fd_sc_hd__buf_2	32
sky130_fd_sc_hd__buf_4	3
sky130_fd_sc_hd__buf_6	5
sky130_fd_sc_hd__buf_8	1
sky130_fd_sc_hd__bufbuf_16	1
sky130_fd_sc_hd__diode_2	2
sky130_fd_sc_hd__dlygate4sd2_1	126
sky130_fd_sc_hd__dlymetal6s2s_1	2
sky130_fd_sc_hd__mux4_2	32
## report_power, final
group | total [mW] | internal [mW] | switching (mW) | leakage, nW
sequential | 0 | 0 | 0 | 0
combinational | 0.867 | 0.646 | 0.221 | 1.17
clock | 0.000000267 | 0.000000267 | 0 | 0.0000127
total | 0.867 | 0.646 | 0.221 | 1.17
## stage by stage
step / utilization [%] / hold slack, ns
global placement: 59.96 / 1.301
detailed placement: 59.96 / 1.302
floorplan: - / 0.4864
finish: 57.49 / 0.7774
global route: 57.49 / 0.8067
CTS: 56.89 / 0.8865
## cell families after synthesis
group	Yosys count	share of synthesized area (%)
muxes	32	89.40
buffers and inverters	7	10.60
## worst paths after layout
path / startpoint / endpoint / cells past startpoint
worst max-delay path: sel[0] / y[6] / 5
worst min-delay path: d0[30] / y[30] / 3
## per-layer routing
layer	share of wire [%]	wire, um
met5	0	0
met1	32	1952
met3	15	885
met2	53	3245
met4	0.23	14
Power figures rest on the tool's default switching activity, not on a simulated workload.
